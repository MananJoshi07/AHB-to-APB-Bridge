### design/flow/design.v
`timescale 1ns / 1ps
module AHB_MASTER(
                     input             Hclk,
                     input             Hresetn,
                     input [1:0]       Htrans,
                     input [31:0]      Haddr,
                     input [31:0]      Hwdata,
                     input [1:0]       Hburst,
                     input             Hwrite, Hsel, Hready,
                     output reg [31:0]  Haddr_temp,
                     output reg [31:0]  Hwdata_temp,
                     output reg        valid,
                     output reg        Hwrite_temp
                 );
parameter [1:0] IDLE     = 2'b00;
parameter [1:0] BUSY     = 2'b01;
parameter [1:0] ADDRESS  = 2'b10;
parameter [1:0] TRANSFER = 2'b11;
(*MARK_DEBUG = "TRUE"*)(*KEEP = "TRUE"*)reg [1:0] present_state;
(*MARK_DEBUG = "TRUE"*)(*KEEP = "TRUE"*)reg [1:0] next_state;
reg [31:0] addr;
reg [31:0] data;
integer count = 0;
always @(posedge Hclk) begin
    if (Hresetn == 1'b0) begin
        addr <= 'b0;
        data <= 'b0;
    end else begin
        if(present_state == ADDRESS || present_state == TRANSFER)
        begin
            addr <= Haddr;
            data <= Hwdata;
        end
    end
end
always @(posedge Hclk) begin
    if (Hresetn == 1'b0) begin
        present_state <= IDLE;
    end else begin
        present_state <= next_state;
    end
end
always @* begin
    case(present_state)
        IDLE: begin
            if (Hsel && Htrans == 2'b01) begin
                next_state = BUSY;
            end else if (Hsel && (Htrans == 2'b10 || Htrans == 2'b11) && Hready) begin
                next_state = ADDRESS;
            end else begin
                next_state = IDLE;
            end
        end
        BUSY: begin
            if (Hsel && Htrans == 2'b10 && Hready) begin
                next_state = ADDRESS;
            end else if ((Hsel && (Htrans == 2'b01)) || (!Hready)) begin
                next_state = BUSY;
            end else begin
                next_state = IDLE;
            end
        end
        ADDRESS: begin
            if (Hsel && (Htrans == 2'b10 || Htrans == 2'b11) && Hready) begin
                next_state = TRANSFER;
            end else if ((Hsel && (Htrans == 2'b01)) || (!Hready)) begin
                next_state = BUSY;
            end else begin
                next_state = IDLE;   
            end
        end
        TRANSFER: begin
            if (!Hsel || Htrans == 2'b00) begin
                next_state = IDLE;
            end else if ((Htrans == 2'b01) || (!Hready)) begin
                next_state = BUSY;
            end else begin
                case (Hburst)
                    2'b00: next_state = ADDRESS;
                    2'b01: next_state = TRANSFER;
                    2'b10: 
                    begin
                        if(count<=3)
                        begin
                            next_state = TRANSFER;
                            count = count+1;
                        end
                        else begin
                            next_state = ADDRESS;
                            count = 0;
                        end
                    end
                    2'b11: 
                    begin
                        if(count<=7)
                        begin
                            next_state = TRANSFER;
                            count = count+1;
                        end
                        else begin
                            next_state = ADDRESS;
                            count = 0;
                        end
                    end
                    default: next_state = IDLE;  
                endcase
            end
        end
        default: begin
            next_state = IDLE;  
        end
    endcase
end
always @(posedge Hclk) begin
    case(present_state)
        IDLE: begin
            valid <= 1'b0;
            Haddr_temp  <= 'b0;
            Hwdata_temp <= 'b0;
            Hwrite_temp <= 1'b0; 
        end
        BUSY: begin
            valid <= valid;
            Haddr_temp  <= Haddr_temp;
            Hwdata_temp <= Hwdata_temp;
            Hwrite_temp <= Hwrite_temp; 
        end
        ADDRESS: begin
            valid <= valid;
            Haddr_temp  <= addr;
            if(Hburst == 2'b00)
            begin
                Hwdata_temp <= data;
                Hwrite_temp <= Hwrite;
            end
            else
            begin
                Hwdata_temp <= Hwdata_temp;
                Hwrite_temp <= Hwrite_temp; 
           end
        end
        TRANSFER: begin
            case (Hburst)
                2'b00: begin
                    valid <= 1'b1;
                    Haddr_temp <= Haddr_temp;
                    Hwdata_temp <= data;
                    Hwrite_temp <= Hwrite; 
                end
                2'b01: begin
                    valid <= 1'b1;
                    Haddr_temp <= Haddr_temp + 1'b1;  
                    Hwdata_temp <= data;  
                    Hwrite_temp <= Hwrite;
                end
                2'b10: begin
                    if (Haddr_temp < (Haddr + 4)) begin
                        valid <= 1'b1;
                        Hwdata_temp <= data;
                        Haddr_temp <=  Haddr_temp + 1'b1;
                        Hwrite_temp <= Hwrite;
                    end else begin
                        valid <= 1'b1;
                        Hwdata_temp <= data;
                        Haddr_temp <=  addr;
                        Hwrite_temp <= Hwrite;
                    end
                end
                2'b11: begin
                    if (Haddr_temp < (Haddr + 8)) begin
                        valid <= 1'b1;
                        Hwdata_temp <= data;
                        Haddr_temp <= Haddr_temp + 1'b1;  
                        Hwrite_temp <= Hwrite;
                    end else begin
                        valid <= 1'b1;
                        Hwdata_temp <= data;
                        Haddr_temp <= addr;                
                        Hwrite_temp <= Hwrite;
                    end
                end
                default: begin
                    valid <= 1'b0;
                    Haddr_temp  <= 'b0;
                    Hwdata_temp <= 'b0;
                    Hwrite_temp <= 'b0; 
                end
            endcase
        end
    endcase
end
endmodule
### design/flow/run.sh
#!/bin/bash
# OpenROAD 26Q1-2900-gdf79404cd8, Yosys 0.63+post, stock flow scripts
make -C /OpenROAD-flow-scripts/flow DESIGN_CONFIG=/design/flow/config.mk WORK_HOME=/design/flow/orfs finish
### design/flow/config.mk
export PLATFORM = sky130hd
export DESIGN_NAME = AHB_MASTER
export DESIGN_NICKNAME = AHB_MASTER
export VERILOG_FILES = /design/flow/design.v
export SDC_FILE = /design/flow/constraint.sdc
export NUM_CORES = 4
export LEC_CHECK = 1
export CORE_UTILIZATION = 40
### design/flow/constraint.sdc
current_design AHB_MASTER

set clk_period 8.9
set clk_io_pct 0.2

create_clock -name clk0 -period $clk_period [get_ports {Hclk}]

set non_clock_inputs [all_inputs -no_clocks]
set_input_delay [expr $clk_period * $clk_io_pct] -clock clk0 $non_clock_inputs
set_output_delay [expr $clk_period * $clk_io_pct] -clock clk0 [all_outputs]
==> out/results.tsv <==
metric	value	unit
status	complete, no violations	
crit_fanout	16	
critPathBufInv	2	
untimed_endpoints	32	
h-tree-depth	4	
path_clk_slew	0.07	ns
die_h	155	µm
n_fill_cell	2054	
antenna_found_initial	1	
ctsResizeCount	0	
io_pins	139	
vias_per_cell	5.15	
holdPathStages	2	
rsz0062_at_grt	false	
syn_area	0.00937	mm²
chipArea	0.0240	mm²
stdcell_count	1481	
reg2reg_from	Haddr_temp[2]	
synth_chip_area	0.00937	mm²
finalSetupViolCount	0	
vias	7624	
arrival	6.94	ns
syn_avg_cell_area	8.98	µm²
place_ws	1.75	ns
hold_viol	0	
crit_family	simple AND/OR/NAND/NOR gates	
synthCells	1043	
worst_pin_slew	0.880	ns
cts_buffers	17	
path_cells	clkdlybuf4s50_1 -> ha_1 -> and2_1 -> nor3b_1 -> nand2_1 -> xor2_1 -> ha_1 -> and4_1 -> nand2_1 -> or4b_1 -> a311oi_2 -> nor3b_2 -> o31ai_4 -> buf_4 -> o2bb2ai_1	
post-dp-hpwl	17100	µm
hold_path_end	data[16]	
coreArea	0.0228	mm²
drt_iter0_markers	409	
slowest_stage	o31ai_4	
worstReg2RegEnd	Haddr_temp[15]	
grt_pass1_wl	39200	µm
layout-drive-gt1-share	5.23	%
flop_cell	dfxtp_1	
initial_utilization	41.1	%
fmax	0.148	GHz
whs	0.458	ns
rrSetupSlack	4.97	ns
finalSetupTns	0	ns
rr_worst_depth	8	
drtPass1Iterations	5	
worst_slack	2.13	ns
fp-row-count	55	
grt_pass1_vias	7229	
async_reset_ff_share	0	%
fin_crit_sh	76.1	%
ys_ff	166	
path_class	in -> reg	
cts_root_buf	clkbuf_16	
final_core_utilization	51.0	%
slew_headroom	41.3	%
post-route-min-period	6.77	ns
gp_congestion	0.951	
hp-start	data[16]	
maxSlewViolCount	0	
cts_buffer_depth	2	
yosysWarnings	129	
insertion_delay	0.42	ns
overflow	0	
yosys_cells	1043	
drv_cap	0	
cts_tree	yes	
fin_skew	0.0113	ns
wirelength	24200	µm
yosys.cell_types.count	56	
crit_required	9.07	ns
port-buffer-count	138	
post-cts-setup-buffers	0	
cp_num_cells	15	
hold_path_class	reg -> reg	
syn_to_final_growth	24.0	%
grt.total_usage	21.5	%
ant_nets	0	
start_kind	input port	
cp-end-kind	flip-flop	
grt_max_degree	70	
fp.dieW	155	µm
drcViolationCount	0	
routedWlPerCell	16.4	µm
unclocked_regs	32	
max_stage_delay	0.72	ns
hold_buffers	0	
edf_count	66	
tool_warnings	26	
dp.cells	1448	
[area by class of cell]
| class | count | area (µm²) | area share, % |
|---|---|---|---|
| repair buffers | 147 | 1440 | 12.4 |
| inverters | 19 | 71.3 | 0.614 |
| multi-input cells | 803 | 5260 | 45.3 |
| clock buffers | 17 | 425 | 3.66 |
| diodes | 1 | 2.50 | 0.0215 |
| well taps | 313 | 392 | 3.37 |
| clock inverters | 15 | 194 | 1.67 |
| flip-flops and latches | 166 | 3820 | 32.9 |
[cell families after synthesis]
family / after synthesis / synth area share, %
AND-OR/OR-AND: 179 / 13.9
XOR/XNOR: 111 / 10.4
adder cells (fa/ha/maj): 65 / 8.68
buffers and inverters: 74 / 3.35
flip-flops: 134 / 35.7
latches: 32 / 5.13
AND/OR/NAND/NOR: 448 / 22.8
[worst reg2reg max path, stage by stage, from the launching register on]
cell and delay (ns):
edfxtp_1 0.55, ha_1 0.38, o311ai_1 0.35, a211oi_1 0.20, o41ai_1 0.67, a211oi_2 0.24
o31ai_4 0.79, buf_4 0.38, o2bb2ai_1 0.11
[routing by layer]
layer	global-route usage (%)	vias to the layer above	part of all wire, %
met3	3.97	28	5.8
li1	-	3885	-
met1	32.0	3546	46
met5	0	-	0
met4	3.35	0	1.6
met2	34.4	165	47
[synthesized netlist by cell type, types with 4 or more instances]
cell | count | share of area [%]
xnor2_1 | 40 | 3.7
nor2b_1 | 6 | 0.40
nor4_1 | 8 | 0.53
ha_1 | 65 | 8.7
buf_2 | 6 | 0.32
or3_1 | 4 | 0.27
nor3_1 | 10 | 0.53
and3_1 | 15 | 1.0
o21ai_0 | 19 | 1.0
dlxtn_1 | 32 | 5.1
a21oi_1 | 38 | 2.0
nor2_1 | 68 | 2.7
nand2_1 | 189 | 7.6
nand4_1 | 38 | 2.5
a21boi_0 | 68 | 5.5
dfxtp_1 | 68 | 15
and2_1 | 40 | 2.7
xor2_1 | 71 | 6.6
o2bb2ai_1 | 29 | 2.7
nand3_1 | 48 | 2.6
clkbuf_1 | 42 | 1.7
inv_1 | 19 | 0.76
and4_1 | 4 | 0.37
nand2b_1 | 5 | 0.33
edfxtp_1 | 66 | 21
[worst max-delay path by stage]
stage	start	to	slack (ns)
final	Haddr[4]	Haddr_temp[15]	2.13
after global routing	Haddr[14]	Haddr_temp[17]	1.77
after CTS	Haddr[14]	Haddr_temp[15]	2.17
[per-stage QoR]
stage | instance area [µm²]
after floorplan | 9370
after global placement | 11000
after detailed placement | 11000
after CTS | 11600
after global routing | 11600
final | 11600
[state kept, by name (all words and copies together), names as in the netlist]
signal and count:
Haddr_temp 32, count 32, present_state 4, Hwrite_temp 1, Hwdata_temp 32, valid 1, data 32, addr 32
[placed cells by master, fill, tap and decap left out, types with 10 or more instances in the layout]
cell type        netlist  layout
xor2_1                71      71
inv_1                 19      19
o2bb2ai_1             29      29
nand3_1               48      48
ha_1                  65      65
nor3_1                10      10
dfxtp_1               68      68
nand4_1               38      38
xnor2_1               40      40
and3_1                15      15
a21boi_0              68      68
clkbuf_16              0      17
nor2_1                68      67
dlxtn_1               32      32
o21ai_0               19      19
nand2_1              189     189
a21oi_1               38      35
edfxtp_1              66      66
and2_1                40      40
clkdlybuf4s50_1        0     137
